$ cat flow/design.v
module add_sub (
    input  wire [31:0] a_i,
    input  wire [31:0] b_i,
    input  wire        sub_i,
    output wire        carry_o,
    output wire        zero_o,
    output wire [31:0] r_o
);
    assign carry_o = (({1'b0, a_i} + {1'b0, ({32{sub_i}} ^ b_i)} + {32'b0, sub_i}) >>> 32) > 0;
    assign zero_o = (a_i + ({32{sub_i}} ^ b_i) + {31'b0, sub_i}) == 0;
    assign r_o = (a_i + ({32{sub_i}} ^ b_i) + {31'b0, sub_i});
endmodule
module alu (
    input  wire [31:0] a_i,
    input  wire [31:0] b_i,
    input  wire [ 5:0] op_i,
    output wire [31:0] result_o
);
  wire [31:0] addsub_result_w;
  wire        carry_w;
  wire        zero_w;
  wire        sub_w;
  assign sub_w = op_i[3];
  add_sub add_sub_unit (
      .a_i    (a_i),
      .b_i    (b_i),
      .sub_i  (sub_w),
      .carry_o(carry_w),
      .zero_o (zero_w),
      .r_o    (addsub_result_w)
  );
  wire comp_result_w;
  comparator comp_unit (
      .carry_i  (carry_w),
      .zero_i   (zero_w),
      .a_31_i   (a_i[31]),
      .b_31_i   (b_i[31]),
      .diff_31_i(addsub_result_w[31]),
      .op_i     (op_i[2:0]),
      .r_o      (comp_result_w)
  );
  wire [31:0] logic_result_w;
  logic_unit logic_unit (
      .a_i (a_i),
      .b_i (b_i),
      .op_i(op_i[2:0]),
      .r_o (logic_result_w)
  );
  wire [31:0] shift_result_w;
  wire        arithmetic_shift_w;
  assign arithmetic_shift_w = op_i[3];
  shift_unit shift_unit (
      .a_i         (a_i),
      .b_i         (b_i),
      .op_i        (op_i[2:0]),
      .arithmetic_i(arithmetic_shift_w),
      .r_o         (shift_result_w)
  );
  wire [31:0] comp_result_extended_w;
  assign comp_result_extended_w = {31'b0, comp_result_w};
  mux4x32 result_mux (
      .a_i  (addsub_result_w),
      .b_i  (comp_result_extended_w),
      .c_i  (logic_result_w),
      .d_i  (shift_result_w),
      .sel_i(op_i[5:4]),
      .o_o  (result_o)
  );
endmodule
module comparator (
    input  wire       a_31_i,
    input  wire       b_31_i,
    input  wire       diff_31_i,
    input  wire       carry_i,
    input  wire       zero_i,
    input  wire [2:0] op_i,
    output wire       r_o
);
    assign r_o = op_i == 3'b000 ? zero_i :
        (op_i == 3'b001 ? ~zero_i :
            (op_i == 3'b100 ? (a_31_i & ~b_31_i) | (~(a_31_i ^ b_31_i) & diff_31_i) :
                (op_i == 3'b101 ? (~a_31_i & b_31_i) | (~(a_31_i ^ b_31_i) & ~diff_31_i) :
                    (op_i == 3'b110 ? ~carry_i & ~zero_i :
                        (op_i == 3'b111 ? carry_i | zero_i : 0)
                    )
                )
            )
        );
endmodule
module logic_unit (
    input  wire [31:0] a_i,
    input  wire [31:0] b_i,
    input  wire [ 2:0] op_i,
    output wire [31:0] r_o
);
    assign r_o = (op_i == 3'b100) ?
        (a_i ^ b_i) : ((op_i == 3'b110) ?
            (a_i | b_i) : ((op_i == 3'b111) ? (a_i & b_i) : 32'd0));
endmodule
module mux4x32 (
    input  wire [31:0] a_i,
    input  wire [31:0] b_i,
    input  wire [31:0] c_i,
    input  wire [31:0] d_i,
    input  wire [ 1:0] sel_i,
    output wire [31:0] o_o
);
    assign o_o = sel_i == 2'b00 ? a_i :
        (sel_i == 2'b01 ? b_i :
            (sel_i == 2'b10 ? c_i : d_i));
endmodule
module shift_unit (
    input  wire [31:0] a_i,
    input  wire [31:0] b_i,
    input  wire [ 2:0] op_i,
    input  wire        arithmetic_i,
    output wire [31:0] r_o
);
    assign r_o = op_i == 3'b001 ? a_i << b_i[4:0] :
        ((op_i == 3'b101 & ~arithmetic_i) ? a_i >> b_i[4:0] :
            ((op_i == 3'b101 & arithmetic_i) ? $signed($signed(a_i) >>> b_i[4:0]) : 32'd0)
        );
endmodule
$ cat flow/run.sh
#!/bin/bash
# OpenROAD 26Q1-2900-gdf79404cd8, Yosys 0.63+post, stock flow scripts
make -C /OpenROAD-flow-scripts/flow DESIGN_CONFIG=/design/flow/config.mk WORK_HOME=/design/flow/orfs finish
$ cat flow/config.mk
export PLATFORM = sky130hd
export DESIGN_NAME = alu
export DESIGN_NICKNAME = alu
export VERILOG_FILES = /design/flow/design.v
export SDC_FILE = /design/flow/constraint.sdc
export NUM_CORES = 4
export LEC_CHECK = 1
export CORE_UTILIZATION = 40
$ cat flow/constraint.sdc
current_design alu

set clk_period 13.8
set clk_io_pct 0.2

create_clock -name clk0 -period $clk_period

set non_clock_inputs [all_inputs -no_clocks]
set_input_delay [expr $clk_period * $clk_io_pct] -clock clk0 $non_clock_inputs
set_output_delay [expr $clk_period * $clk_io_pct] -clock clk0 [all_outputs]
==> changes_impl.md <==
### Physical design

* Status: complete, no violations
* Worst VDD drop at 0.0000306 V
* Max transition margin at 41.6%
* Fmax at 98.5 MHz
* Tcrit/Tclk final at 73.6%
* Finish-stage setup viols at 0
* Die Y at 149 µm
* Setup Buffers After CTS at 0
* Initial antenna violation count at 0
* Worst Path Class, Setup: input pin to primary output
* Via/cell ratio at 6.46
* Mux cell area share at 17.2%
* Mapped Cells at 1286
* Max incr delay on CP at 550 ps
* Global-route wire length before repair at 58600 µm
* Initial DRT Pass Iterations at 6
* Synth warnings at 0
* Synth Area in Simple Gates at 21.4%
* XOR Share, Synth at 4.87%
* Commonest cells after routing, fill and taps aside: 153 x nor2_1, 125 x a21oi_1, 120 x nand2_1, 118 x o21ai_0, 100 x ha_1
* Worst Setup EP: result_o[0]
* Min-delay worst type: input pin to primary output
* CP delay by family, top: AND-OR/OR-AND gates
* RSZ-0062 raised after global routing: false
* Boundary pin count at 102
* Power per cell area at 50.1 nW/µm²
* Endpoints failing hold at 0
* Share of cells above drive strength 1 at 6.76%
* Total track usage at 35.9%
* Total gr overflow at 0
* Leak pwr at 0.00405 µW
* Worst-path fanout max at 33
* Flop count at 0
* Yosys stat area at 8640 µm²
* Most used logic cell in the final layout: nor2_1
* Chip Area at 22200 µm²
* # fillers at 2196
* Worst Path Buf+Inv at 3
* ANT nets after route at 0
* Worst EP arrival at 7390 ps
* Area grow syn2layout at 12.9%
* Synth unique cells at 83
* Largest net degree at the start of global routing at 69
* Yosys aoi share at 33.5%
* Site row count at 53
* Placed Instance Area at 9750 µm²
* Internal at 189 µW
* Via Count at 10300
* GPL Wtd Cong at 1.03
* DR iter-0 viols at 1017
* WP data required at 11040 ps
* Post-layout min period at 10150 ps
* CTS resizes at 0
* Worst slew pin tran at 873 ps
* Core Util at FP at 41.0%
* Post-route cell area at 9750 µm²
* Avg Inst Size Synth at 6.72 µm²
* Core area at 21100 µm²
* Drt drc at 0
* Clock buffer count at 0
* CP cell instances: buf_2 -> buf_4 -> xor2_1 -> ha_1 -> a21oi_1 -> o21ai_1 -> a221oi_2 -> o31ai_1 -> xor2_1 -> nor4_2 -> nand4_1 -> nor4_2 -> mux2i_1 -> or2_0 -> a31oi_1 -> clkdlybuf4s50_1
* DP HPWL at 30300 µm
* Count of tool warnings at 69
* Synth Area in Adders at 14.7%
* Mapped cell area at 8640 µm²
* Register area at 0 µm²
* Max-slew violations at 0
* Slowest CP cell: buf_4
* Total negative slack at 0 ps
* Hold buffer count at CTS at 0
* Die width at 149 µm
* CP Launch Type: input pin
* Vias in the first global route at 9545
* Critical Path Start: op_i[3]
* Cell depth of the worst setup path at 16
* Synth logic family: AND-OR/OR-AND gates
* Maxcap violations at 0
* Psw at 299 µW
* Wire length per cell at 24.5 µm
* Switching Fraction at 61.4%
* Post-synth seq share at 0%
* CP endpoint kind: primary output
* Ys cells at 1286
* Routed WL at 39000 µm
* Total power at 488 µW
* Port Buffer Count at 102
==> final cells by class <==
class | count | area (µm²) | area share [%]
well taps | 275 | 344 | 3.53
repair buffers | 123 | 1150 | 11.8
diodes | 1 | 2.50 | 0.0257
inverters | 88 | 330 | 3.39
multi-input cells | 1105 | 7920 | 81.3
==> layer usage <==
| metal | wire, µm | GRT usage, % | up-vias |
|---|---|---|---|
| met1 | 16300 | 50.3 | 4850 |
| met3 | 3750 | 6.99 | 73 |
| met4 | 1280 | 10.1 | 0 |
| met2 | 17700 | 56.2 | 557 |
| li1 | - | - | 4804 |
| met5 | 0 | 0.682 | - |
==> cells by family after synthesis <==
kind of cell / after synthesis
AND-OR/OR-AND: 450
AND/OR/NAND/NOR: 402
multiplexers: 104
buffers and inverters: 181
XOR/XNOR: 48
adder cells (fa/ha/maj): 101
==> cell usage after synthesis, types with 5 or more instances <==
master / instances / area [µm²]
nor2_1: 153 / 574
a21oi_1: 125 / 626
nand2_1: 120 / 450
o21ai_0: 118 / 591
ha_1: 100 / 1250
inv_1: 85 / 319
mux2i_1: 61 / 611
clkbuf_1: 60 / 225
xor2_1: 42 / 368
mux4_2: 34 / 766
nor3_1: 25 / 125
o211ai_1: 22 / 165
o22ai_1: 22 / 138
a211oi_1: 21 / 158
buf_2: 21 / 105
nand3_1: 18 / 90.1
nand2b_1: 14 / 87.6
a211o_1: 10 / 87.6
buf_1: 10 / 37.5
or3_1: 10 / 62.6
a21o_1: 9 / 67.6
a22o_1: 9 / 78.8
a31oi_1: 9 / 56.3
nand4_1: 9 / 56.3
o21a_1: 9 / 67.6
o21ai_1: 9 / 45.0
o311ai_0: 9 / 78.8
mux2_2: 8 / 90.1
a22oi_1: 7 / 52.6
and3_1: 7 / 43.8
and2_1: 6 / 37.5
nor2b_1: 6 / 37.5
nor4_1: 6 / 37.5
o2111ai_1: 6 / 52.6
xnor2_1: 6 / 52.6
o211a_1: 5 / 50.1
o21bai_1: 5 / 37.5
o31ai_1: 5 / 37.5
or2_2: 5 / 31.3
==> through the flow <==
step                setup WS [ps]  cells  hold WS, ps  util [%]
finish                       3650   1592         6770      46.2
global route                 3320   1591         6790      46.2
CTS                          3660   1591         6770      46.2
detailed placement           3670   1591         6770      46.2
global placement             3630   1591         6770      46.2
floorplan                    4510   1286         5780         -
==> worst min path at each step <==
stage / from / cells after the start / end
final: op_i[5] / 4 / result_o[31]
after global routing: op_i[5] / 4 / result_o[31]
after CTS: op_i[5] / 4 / result_o[31]
==> power groups by stage <==
stage	clock network, µW	registers (µW)	logic (µW)
after global routing	0	0	527
after CTS	0	0	478
Power is estimated from default activity; no workload was simulated.
