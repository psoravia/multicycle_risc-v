`flow/config.mk`:
```
export PLATFORM = sky130hd
export DESIGN_NAME = buttons
export DESIGN_NICKNAME = buttons
export VERILOG_FILES = /design/flow/design.v
export SDC_FILE = /design/flow/constraint.sdc
export NUM_CORES = 4
export LEC_CHECK = 1
export CORE_UTILIZATION = 30
```
`flow/constraint.sdc`:
```
current_design buttons

set clk_period 4.9
set clk_io_pct 0.2

create_clock -name clk0 -period $clk_period [get_ports {clk_i}]

set non_clock_inputs [all_inputs -no_clocks]
set_input_delay [expr $clk_period * $clk_io_pct] -clock clk0 $non_clock_inputs
set_output_delay [expr $clk_period * $clk_io_pct] -clock clk0 [all_outputs]
```
`flow/design.v`:
```
module buttons (
    input  wire        clk_i,
    input  wire        rst_ni,
    input  wire        en_i,
    input  wire        we_i,
    input  wire [31:0] addr_i,
    input  wire [31:0] wdata_i,
    input  wire [ 9:0] push_i,
    input  wire [ 7:0] switch_i,
    output wire [31:0] rdata_o,
    output wire        irq_o
);
    localparam ACTIVE_LOW = 2'b00;
    localparam RISING_EDGE = 2'b01;
    localparam FALLING_EDGE = 2'b10;
    localparam ACTIVE_HIGH = 2'b11;  
    reg [31:0] val_r;
    reg [31:0] val_next_r;
    reg [31:0] src_r;
    reg [31:0] src_next_r;
    reg [31:0] ptm_r;
    reg [31:0] stm_r;
    reg [31:0] rdata_r;
    genvar k;
    genvar l;
    generate
        for (k = 0; k < 10; k = k + 1) begin : gen_push_button_logic
            always @(*) begin
                case (ptm_r[2*k +: 2])
                    ACTIVE_LOW: src_next_r[k] = (push_i[k] == 0);
                    RISING_EDGE: begin
                        if (addr_i == 32'h70000004 && wdata_i == 32'h0 && en_i==1 && we_i==1) begin
                            src_next_r[k] = 0;
                        end else if (src_r[k] == 1) begin
                            src_next_r[k] = 1;
                        end else begin
                            src_next_r[k] = (val_r[k] == 0 && push_i[k] == 1);
                        end
                    end
                    FALLING_EDGE: begin
                        if (addr_i == 32'h70000004 && wdata_i == 32'h0 && en_i==1 && we_i==1) begin
                            src_next_r[k] = 0;
                        end else if (src_r[k] == 1) begin
                            src_next_r[k] = 1;
                        end else begin
                            src_next_r[k] = (val_r[k] == 1 && push_i[k] == 0);
                        end
                    end
                    ACTIVE_HIGH: src_next_r[k] = (push_i[k] == 1);
                    default: src_next_r[k] = (push_i[k] == 1);
                endcase
            end
        end
    endgenerate
    generate
        for (l = 0; l < 8; l = l + 1) begin : gen_switch_logic
            always @(*) begin
                case (stm_r[2*l +: 2])
                    ACTIVE_LOW: src_next_r[l+16] = (switch_i[l] == 0);
                    RISING_EDGE: begin
                        if (addr_i == 32'h70000004 && wdata_i == 32'h0 && en_i==1 && we_i==1) begin
                            src_next_r[l+16] = 0;
                        end else if (src_r[l+16] == 1) begin
                            src_next_r[l+16] = 1;
                        end else begin
                            src_next_r[l+16] = (val_r[l+16] == 0 && switch_i[l] == 1);
                        end
                    end
                    FALLING_EDGE: begin
                        if (addr_i == 32'h70000004 && wdata_i == 32'h0 && en_i==1 && we_i==1) begin
                            src_next_r[l+16] = 0;
                        end else if (src_r[l+16] == 1) begin
                            src_next_r[l+16] = 1;
                        end else begin
                            src_next_r[l+16] = (val_r[l+16] == 1 && switch_i[l] == 0);
                        end
                    end
                    ACTIVE_HIGH: src_next_r[l+16] = (switch_i[l] == 1);
                    default: src_next_r[l+16] = (switch_i[l] == 1);
                endcase
            end
        end
    endgenerate
    always @(*) begin
        val_next_r = {8'b0, switch_i, 6'b0, push_i};
    end
    always @(posedge clk_i) begin
        if (rst_ni == 0) begin
            rdata_r <= 32'h0;
        end else if (en_i == 1 && we_i == 0) begin
            if (addr_i == 32'h70000000) begin
                rdata_r <= val_next_r;
            end else if (addr_i == 32'h70000004) begin
                rdata_r <= src_next_r;
            end else begin
                rdata_r <= 32'h0;
            end
        end else begin
            rdata_r <= 32'h0;
        end
    end
    always @(posedge clk_i) begin
        val_r <= val_next_r;
        src_r <= src_next_r;
        ptm_r <= ptm_r;
        stm_r <= stm_r;
        if (rst_ni == 0) begin
            val_r <= 32'h0;
            src_r <= 32'h0;
            ptm_r <= {12'b0, ({10{ACTIVE_HIGH}})};
            stm_r <= {16'b0, ({8{ACTIVE_HIGH}})};
        end else if (en_i == 1 && we_i == 1) begin
            if (addr_i == 32'h70000008) begin
                ptm_r <= {12'b0, wdata_i[19:0]};
            end else if (addr_i == 32'h7000000C) begin
                stm_r <= {16'b0, wdata_i[15:0]};
            end
        end
    end
    assign rdata_o = rdata_r;
    assign irq_o = |src_r;
endmodule
```
`flow/run.sh`:
```
#!/bin/bash
# OpenROAD 26Q1-2900-gdf79404cd8, Yosys 0.63+post, stock flow scripts
make -C /OpenROAD-flow-scripts/flow DESIGN_CONFIG=/design/flow/config.mk WORK_HOME=/design/flow/orfs finish
```
==> impl_metrics.csv <==
group,metric,value,unit
power,irDropWorstVdd,0.186,mV
placed_design,place_congestion,0.863,
routing,via_per_inst,5.16,
finish,area_growth,31.4,%
sta,slew-limit-headroom,41.8,%
cts,htreeDepth,3,
placed_design,pre_cts_ws,1.34,ns
critical_path,critPathLaunchType,"input port",
floorplanning,chipArea,16700,µm²
global_routing,antenna_found_initial,0,
synthesis,top_area_cell,"dfxtp_1",
routing,wirelength_met1,6.61,mm
synthesis,yosysUniqueCellTypes,38,
routing,dr.pass1.iters,5,
routing,dr_wl_met3,1.04,mm
floorplanning,ios,119,
placed_design,dp_hpwl,9.97,mm
synthesis,yosys.cell_count.top_type,"nand2_1",
critical_path,cp-startpoint,"wdata_i[14]",
synthesis,postSynthSeqShare,37.1,%
synthesis,synthArstFlopShare,0,%
finish,regArea,1800,µm²
critical_path,path_class,"input port to flip-flop",
cts,clk_pin_slew,0.06,ns
critical_path,critPathMaxFanout,10,
synthesis,syn_area_per_cell,8.10,µm²
global_routing,grt_pass1_vias,4301,
critical_path,cp.required,5.13,ns
routing,via_count,4734,
routing,drt_iter0_markers,369,
sta,period_used_share,66.5,%
sta,hold_viol,0,
synthesis,ff_type,"dfxtp_1",
floorplanning,rows,46,
routing,wl_per_cell,15.9,µm
routing,drtAntennaViolNets,0,
power,p_per_area,262,nW/µm²
floorplanning,core,15800,µm²
sta,setup_viol,0,
sta,worst-slew-pin-transition,0.873,ns
sta,period_needed,3.26,ns
cts,holdBufCountCts,0,
sta,setup_ws,1.64,ns
placed_design,numPortBuffers,104,
finish,logic_area,2810,µm²
sta,max_freq,307,MHz
cts,clock-sinks,90,
critical_path,regToRegSetupSlack,3.58,ns
cts,cts_buffers,9,
synthesis,ys_ff,90,
sta,report.final.slew_viol_count,0,
critical_path,r2r_cells,4,
power,power.leakage,2.49,nW
synthesis,ys_chip_area,4850,µm²
floorplanning,fp.dieW,129,µm
routing,highest_layer,"met4",
run_status,status,"completed",
synthesis,yosys_cells,599,
synthesis,edf_count,0,
critical_path,rr_startpoint,"ptm_r[19]",
floorplanning,die_h,129,µm
sta,tns,0,ns
finish,final.fill_count,1503,
synthesis,common_cells,"nand2_1, dfxtp_1, a21oi_1",
synthesis,ys_warn_count,15,
sta,skew,0.00538,ns
cts,cts-root-buf,"clkbuf_16",
run,drv_cap,0,
routing,n_antenna_cell,0,
routing,drc,0,
cts,cts_resized,0,
worst_hold_path,hold_path.class,"flip-flop to flip-flop",
cts,post-cts-setup-buffers,0,
critical_path,endpoint_kind,"flip-flop",
synthesis,syn-cell-area,4850,µm²
synthesis,netlist.area_leader.share,37.1,%
worst_hold_path,holdCritStartpoint,"ptm_r[1]",
global_routing,grt_pass1_wl,23.0,mm
global_routing,grt_max_degree,74,
run,tool_warnings,25,
finish,drive_gt1_share,5.56,%
critical_path,worst_ep_arrival_time,3.49,ns
routing,wirelength,14.6,mm
sta,rsz0062_at_grt,"false",
worst_hold_path,min_path_cells,2,
global_routing,grt_overflow,0,
cts,ctsLongestPathBuffers,2,
global_routing,track_usage,18.2,%
synthesis,topCellsByArea,"dfxtp_1, nand2_1, a21oi_1, nor2b_1, nand3_1",
cts,clk_latency,0.34,ns
cts,cts_tree,"built",
routing,dr_wl_met2,6.65,mm
synthesis,synthCells,599,
floorplanning,fp_util,30.7,%
[cells in the final DEF (no fill, tap or decap), types with 7 or more instances in the layout]
cell and n:
nor4_4 7, and2_1 18, nor2b_1 34, nand3_1 39, conb_1 14, and3_1 18, nor3_1 18, buf_4 10
clkbuf_16 9, a21oi_1 53, o31a_1 18, a32oi_1 17, nand2_1 91, o21ai_0 35, a21boi_0 15, o21bai_1 17
clkdlybuf4s50_1 103, mux2i_1 17, nor4_1 28, inv_1 20, dfxtp_1 90
[through the flow]
stage | util [%] | cells | hold slack [ns] | power, mW | area (µm²)
after global placement | 38.3 | 902 | 0.522 | 0.969 | 6070
final | 40.3 | 917 | 0.543 | 1.67 | 6370
after detailed placement | 38.3 | 902 | 0.535 | 0.972 | 6070
after floorplan | - | 612 | 0.499 | 0.861 | 4900
after global routing | 40.3 | 917 | 0.572 | 1.74 | 6370
after CTS | 40.3 | 917 | 0.545 | 1.69 | 6370
[sequential cells by signal, indices dropped and copies added (netlist names)]
name / cells
ptm_r: 20
rdata_r: 18
src_r: 18
stm_r: 16
val_r: 18
[per-layer routing]
metal  global-route usage (%)  vias up
li1                         -     2353
met1                     26.2     2198
met2                     28.1      162
met3                     4.37       21
met4                     3.74        0
met5                        0        -
[cells by family after synthesis]
family,Yosys count,synth area share (%)
and+or+nand+nor,269,31.7
AOI/OAI and AO/OA,162,21.5
DFF,90,37.1
buffers and inverters,60,6.09
muxes,17,3.51
other,1,0.0773
[area by class of cell]
cell class | instances | area share [%]
well taps | 216 | 4.24
inverters | 20 | 1.18
clock inverters | 2 | 0.550
multi-input cells | 462 | 44.1
flip-flops and latches | 90 | 28.3
clock buffers | 13 | 4.24
repair buffers | 114 | 17.4
[critical path, stage by stage]
cell             delay [ns]
clkdlybuf4s50_1        0.53
nor4_1                 0.44
nand4_1                0.22
nor4_4                 0.63
buf_4                  0.31
a21boi_0               0.12
o31a_1                 0.26
[final timing paths]
| check | end |
|---|---|
| hold / removal | ptm_r[1] |
| setup reg to reg | rdata_r[9] |
| hold reg to reg | ptm_r[1] |
| setup / recovery | src_r[6] |
[report_power, final]
part | internal [mW] | switching (mW)
Combinational | 0.104 | 0.0867
Sequential | 0.750 | 0.0169
Clock | 0.434 | 0.278
No activity file was given, so power comes from the tool's default toggle rates.
